==> design.v <==
module vga_controller #(
  parameter H_BACK_PORCH = 48,       
  parameter H_DISPLAY_TIME = 640,    
  parameter H_FRONT_PORCH = 16,      
  parameter H_SYNC_TIME = 96,        
  parameter H_TOTAL = H_BACK_PORCH + H_DISPLAY_TIME + H_FRONT_PORCH + H_SYNC_TIME, 
  parameter V_BACK_PORCH = 33,       
  parameter V_DISPLAY_TIME = 480,    
  parameter V_FRONT_PORCH = 10,      
  parameter V_SYNC_TIME = 2,         
  parameter V_TOTAL = V_BACK_PORCH + V_DISPLAY_TIME + V_FRONT_PORCH + V_SYNC_TIME
)(
  input logic clk,  
  input logic [8:0] sw,  
  output logic clk_en_25MHz = 0,  
  output logic [2:0] red,  
  output logic [2:0] green,  
  output logic [2:0] blue,  
  output logic h_sync = 0,  
  output logic v_sync = 0  
);
  always_ff @(posedge clk) begin
    clk_en_25MHz <= !clk_en_25MHz;
  end
  logic [9:0] h_counter = 0;  
  logic h_display = 0;  
  logic new_line = 0;  
  logic [9:0] h_counter_inc;  
  assign h_counter_inc = h_counter + 1;
  always_ff @(posedge clk) begin
    if (clk_en_25MHz) begin
      if (h_counter == H_TOTAL - 1) begin
        h_counter <= 0;
      end else begin
        h_counter <= h_counter_inc;
      end
      h_display <= (h_counter_inc >= H_BACK_PORCH && h_counter_inc < H_BACK_PORCH + H_DISPLAY_TIME);
      h_sync <= (h_counter_inc >= H_BACK_PORCH + H_DISPLAY_TIME + H_FRONT_PORCH && h_counter_inc < H_TOTAL);
      new_line <= h_counter_inc == H_TOTAL - 1;
    end
  end
  logic [9:0] v_counter = 0;  
  logic v_display = 0;  
  logic [9:0] v_counter_inc;  
  assign v_counter_inc = v_counter + 1;
  always_ff @(posedge clk) begin
    if (clk_en_25MHz && new_line) begin
      if (v_counter == V_TOTAL - 1) begin
        v_counter <= 0;
      end else begin
        v_counter <= v_counter_inc;
      end
      v_display <= (v_counter_inc >= V_BACK_PORCH && v_counter_inc < V_BACK_PORCH + V_DISPLAY_TIME);
      v_sync <= (v_counter_inc >= V_BACK_PORCH + V_DISPLAY_TIME + V_FRONT_PORCH && v_counter_inc < V_TOTAL);
    end
  end
  assign red = (h_display && v_display)? sw[8:6]: 3'b0;
  assign green = (h_display && v_display)? sw[5:3]: 3'b0;
  assign blue = (h_display && v_display)? sw[2:0]: 3'b0;
endmodule
==> run.sh <==
#!/bin/bash
# OpenROAD 26Q1-2900-gdf79404cd8, Yosys 0.63+post, stock flow scripts
make -C /OpenROAD-flow-scripts/flow DESIGN_CONFIG=/design/flow/config.mk WORK_HOME=/design/flow/orfs finish
==> config.mk <==
export PLATFORM = sky130hd
export DESIGN_NAME = vga_controller
export DESIGN_NICKNAME = vga_controller
export VERILOG_FILES = /design/flow/design.v
export SDC_FILE = /design/flow/constraint.sdc
export NUM_CORES = 4
export LEC_CHECK = 1
export CORE_UTILIZATION = 30
==> constraint.sdc <==
current_design vga_controller

set clk_period 4.0
set clk_io_pct 0.2

create_clock -name clk0 -period $clk_period [get_ports {clk}]

set non_clock_inputs [all_inputs -no_clocks]
set_input_delay [expr $clk_period * $clk_io_pct] -clock clk0 $non_clock_inputs
set_output_delay [expr $clk_period * $clk_io_pct] -clock clk0 [all_outputs]
==> impl_metrics.toml <==
# flow metrics
[power]
finalPower_uw = 519
switching_share = 0.162
power_switching_uw = 84.1
power_frac_comb = 0.016
pwr_density_cell_mw_per_mm2 = 263
p_leak_uw = 0.000729
p_int_uw = 435
p_clk_frac = 0.419
ir_drop_mv = 0.182
pwr-share-seq = 0.565

[floorplan]
rows = 26
core_util_floorplan = 0.317
chipArea_sq_mm = 0.00580
core_region_area_sq_mm = 0.00520
io_pins = 22
die_y_um = 76.1
die_w_um = 76.1

[worst_setup_path]
reg2reg_to = "h_display"
reg2reg_depth = 7
path_depth = 3
cp-start-kind = "primary input"
cp-end-kind = "output pin"
arrival_ps = 1850
timing.rr.start = "h_counter[0]"
required_ps = 3200
path_cells = "clkdlybuf4s50_1 -> and3_1 -> clkdlybuf4s50_1"
crit_family = "buffers and inverters"
crit_top_cell = "clkdlybuf4s50_1"
crit_slowest_cell = "clkdlybuf4s50_1"
slowest_delay_ps = 450
path_buffers = 2
critPathLaunch = "sw[7]"
ff2ff_setup_slack_ps = 1870
critPathMaxFanout = 1
crit_end = "red[1]"
critical_path_class = "in -> out"

[clock_tree]
htree_num_levels = 1
insertion_delay_ps = 270
cts_sinks = 26
postCtsHoldBufs = 0
post_cts_resize_count = 0
cts_root_buf = "clkbuf_8"
clockBufferDepth = 2
post-cts-setup-buffers = 0
cts_buffers = 3
clkSlewWorstSetupHoldPaths_ps = 90
cts_tree = "done"

[drt]
vias_per_cell = 4.96
dr.pass1.iters = 4
antenna_left = 0
wirelength_um = 2950
drtIter0Drc = 93
n_antenna_cell = 0
vias = 1270
wl_per_cell_um = 11.5
drc = 0

[finish]
final_area_sq_mm = 0.00197
drive_gt1_frac = 0.0376
syn_to_final_growth_pct = 19.4
fillCellCount = 508

[logic_synthesis]
ys_cells = 169
synth_cell_types = 37
syn_avg_cell_area_sq_um = 9.76
yosys_area_sq_mm = 0.00165
netlist_instances = 169
ys_ff = 26
top_cell_area_share = 0.455
yosysWarnings = 1
synth_seq_share = 0.467
syn_area_sq_mm = 0.00165
yosys.area.top_type = "edfxtp_1"
area_leaders = "edfxtp_1 (46%), xnor2_1 (5.8%), and3_1 (5.7%)"

[final_timing]
hold_viol = 0
fmax_mhz = 377
max_slew_margin = 0.544
slew_viol_final = 0
skew_ps = 4.30
fin_setup_tns_ps = 0
worstMarginPinSlew_ps = 678
layout_min_cycle_time_ps = 2650
setup_viol = 0
rsz0062_at_grt = "no"
fin_crit_sh = 0.663

[placement]
dpl_cell_area_sq_mm = 0.00190
gp_congestion = 0.829
portBuffers = 21
dpl.hpwl_um = 2070

[worst_hold_path]
hold_class = "reg -> reg"

[flow_run]
tool_warnings = 29
cap_violations = 0

[grt]
grt_start_max_net_pins = 17
grt_first_pass_wirelength_um = 5240
antenna_found_initial = 0
track_usage = 0.110
grt_pass1_vias = 1151
grt_remaining_overflow = 0

[outcome]
status = "finished clean"
stage by stage:
step | setup WS, ps | utilization | hold slack, ps | instances
6_report | 1350 | 0.378 | 614 | 256
3_5_place_dp | 1350 | 0.365 | 599 | 252
2_1_floorplan | 2080 | - | 548 | 169
3_3_place_gp | 1350 | 0.365 | 591 | 252
4_1_cts | 1350 | 0.378 | 623 | 256
5_1_grt | 1310 | 0.378 | 664 | 256
synthesized netlist by cell type:
cell type	count
edfxtp_1	25
nor2_1	20
and3_1	15
nand2_1	14
xnor2_1	11
nand3_1	9
inv_1	8
ha_1	6
nand4_1	6
xor2_1	6
nor4_1	5
a21oi_1	4
and2_1	4
buf_2	3
buf_4	3
nor3_1	3
o31ai_1	3
clkbuf_1	2
nand2b_1	2
o22ai_1	2
or3_1	2
a31oi_1	1
a32oi_1	1
and4_1	1
and4_4	1
buf_6	1
dfxtp_1	1
mux2i_1	1
nand3b_1	1
nor2b_1	1
nor3_2	1
nor3b_1	1
o211ai_1	1
o21a_1	1
o21ai_0	1
o21bai_1	1
o32ai_1	1
registers in the layout, indices dropped and copies added, names as in the netlist:
name and flops:
h_sync 1, new_line 1, h_display 1, h_counter 10, clk_en_25MHz 1, v_sync 1, v_counter 10, v_display 1
metal layers:
layer / track usage / routed length (um) / up-vias
met5: 0 / 0 / -
met1: 0.185 / 1560 / 591
li1: - / - / 641
met4: 0.0173 / 10 / 0
met2: 0.159 / 1250 / 36
met3: 0.0146 / 126 / 2
cell families after synthesis:
group / after synthesis / share of synthesized area
buffers and inverters: 17 / 0.0524
muxes: 1 / 0.00607
AOI/OAI and AO/OA: 16 / 0.0645
and+or+nand+nor: 86 / 0.274
adders and majority gates: 6 / 0.0455
xor gates and xnor gates: 17 / 0.0903
DFF: 26 / 0.467
cell type report:
class | instances | area [sq um] | share of cell area
inverters | 8 | 30.0 | 0.0152
clock inverters | 1 | 30.0 | 0.0152
flip-flops and latches | 26 | 771 | 0.391
multi-input cells | 126 | 792 | 0.402
well taps | 70 | 87.6 | 0.0445
repair buffers | 22 | 218 | 0.111
clock buffers | 3 | 41.3 | 0.0210
cell usage in the layout (no fill, tap or decap), drive strengths merged, types with 2 or more instances in the layout:
cell and n:
o31ai 3, nor2 20, ha 6, o22ai 2, nand2b 2, clkbuf 3, xnor2 11, xor2 6
nand2 14, a21oi 4, or3 2, edfxtp 25, nor3 4, nand3 9, and4 2, nor4 5
and2 4, clkdlybuf4s50 21, nand4 6, and3 15, inv 8
worst min path at each step:
stage       startpoint            to  slack [ps]  depth (start not counted)
4_1_cts   v_counter[8]  v_counter[8]         620                          1
5_1_grt   v_counter[8]  v_counter[8]         660                          1
6_report  v_counter[8]  v_counter[8]         610                          1
power by group through the flow:
stage	sequential [uW]	combinational [uW]	clock (uW)
after CTS	293	8.42	227
after global routing	293	8.89	239
final	293	8.36	217
Power and IR drop assume default switching activity.
